File: flow/design.v
module i2c_ina219_x3 #(
    parameter [7:0] SENSOR_ADDR = 8'h80  
)(
    input wire clk,             
    input wire reset,           
    inout wire sda,             
    output reg scl,            
    output reg [15:0] data_out  
);
    reg [9:0] clk_div;
    reg tick; 
    always @(posedge clk) begin
        if (clk_div == 499) begin tick <= 1; clk_div <= 0; end
        else begin tick <= 0; clk_div <= clk_div + 1; end
    end
    reg sda_out = 1;
    reg sda_en = 0; 
    assign sda = (sda_en) ? sda_out : 1'bz;
    reg [1:0] phase = 0; 
    reg [7:0] current_byte;
    localparam IDLE=0, START1=1, START2=2, 
               WRITE_BIT=3, READ_ACK=4, 
               READ_BIT=5, SEND_ACK=6, SEND_NACK=7,
               STOP1=8, STOP2=9, STOP3=10, 
               WAIT_STEP=11, NEXT_PHASE=12;
    reg [4:0] state = IDLE;
    reg [3:0] bit_cnt;
    reg [2:0] sub_step;
    reg [1:0] byte_idx; 
    reg [15:0] read_buffer;
    reg [19:0] long_timer; 
    always @(posedge clk or negedge reset) begin
        if (!reset) begin
            state <= IDLE; scl <= 1; sda_en <= 0; sda_out <= 1;
            phase <= 0; byte_idx <= 0; data_out <= 0;
        end else if (tick) begin 
            case (state)
                IDLE: begin
                    scl <= 1; sda_en <= 1; sda_out <= 1;
                    if (long_timer == 25000) begin 
                        long_timer <= 0;
                        state <= START1;
                    end else long_timer <= long_timer + 1;
                end
                START1: begin scl <= 1; sda_out <= 0; state <= START2; end
                START2: begin 
                    scl <= 0; 
                    state <= WRITE_BIT; 
                    bit_cnt <= 7; 
                    sub_step <= 0;
                    if (phase == 0) begin  
                        if (byte_idx == 0) current_byte <= SENSOR_ADDR;  
                        else if (byte_idx == 1) current_byte <= 8'h05; 
                        else if (byte_idx == 2) current_byte <= 8'h10; 
                        else current_byte <= 8'h00; 
                    end else if (phase == 1) begin  
                        if (byte_idx == 0) current_byte <= SENSOR_ADDR;  
                        else current_byte <= 8'h04; 
                    end else begin  
                        current_byte <= SENSOR_ADDR | 8'h01; 
                    end
                end
                WRITE_BIT: begin
                    case (sub_step)
                        0: begin scl<=0; sda_en<=1; sda_out<=current_byte[bit_cnt]; sub_step<=1; end
                        1: begin scl<=1; sub_step<=2; end
                        2: begin scl<=1; sub_step<=3; end
                        3: begin 
                            scl<=0; 
                            if (bit_cnt==0) begin state<=READ_ACK; sub_step<=0; end
                            else begin bit_cnt<=bit_cnt-1; sub_step<=0; end
                        end
                    endcase
                end
                READ_ACK: begin
                    case (sub_step)
                        0: begin scl<=0; sda_en<=0; sub_step<=1; end  
                        1: begin scl<=1; sub_step<=2; end
                        2: begin scl<=1; sub_step<=3; end
                        3: begin 
                            scl<=0; 
                            if (phase == 2 && byte_idx == 0) begin 
                                state <= READ_BIT; bit_cnt <= 7; byte_idx <= 1; sub_step <= 0;
                            end else begin
                                if (phase == 0 && byte_idx < 3) begin
                                    byte_idx <= byte_idx + 1;
                                    state <= WRITE_BIT; 
                                    bit_cnt <= 7;
                                    if (byte_idx == 0) current_byte <= 8'h05;
                                    else if (byte_idx == 1) current_byte <= 8'h10;
                                    else current_byte <= 8'h00;
                                end else if (phase == 1 && byte_idx < 1) begin
                                    byte_idx <= byte_idx + 1;
                                    state <= WRITE_BIT;
                                    bit_cnt <= 7;
                                    current_byte <= 8'h04;
                                end else begin
                                    state <= STOP1; 
                                end
                            end
                        end
                    endcase
                end
                READ_BIT: begin
                    case (sub_step)
                        0: begin scl<=0; sda_en<=0; sub_step<=1; end
                        1: begin scl<=1; sub_step<=2; end
                        2: begin 
                            scl<=1; 
                            if (byte_idx == 1) read_buffer[bit_cnt + 8] <= sda;  
                            else read_buffer[bit_cnt] <= sda;  
                            sub_step<=3; 
                        end
                        3: begin 
                            scl<=0; 
                            if (bit_cnt==0) begin 
                                if (byte_idx == 1) state<=SEND_ACK; 
                                else state<=SEND_NACK;              
                                sub_step<=0; 
                            end else begin bit_cnt<=bit_cnt-1; sub_step<=0; end
                        end
                    endcase
                end
                SEND_ACK: begin
                    case (sub_step)
                        0: begin scl<=0; sda_en<=1; sda_out<=0; sub_step<=1; end
                        1: begin scl<=1; sub_step<=2; end
                        2: begin scl<=1; sub_step<=3; end
                        3: begin 
                            scl<=0; 
                            byte_idx <= 2; 
                            state <= READ_BIT; bit_cnt <= 7; sub_step <= 0;
                        end
                    endcase
                end
                SEND_NACK: begin
                    case (sub_step)
                        0: begin scl<=0; sda_en<=1; sda_out<=1; sub_step<=1; end
                        1: begin scl<=1; sub_step<=2; end
                        2: begin scl<=1; sub_step<=3; end
                        3: begin scl<=0; state <= STOP1; end
                    endcase
                end
                STOP1: begin scl<=0; sda_en<=1; sda_out<=0; state<=STOP2; end
                STOP2: begin scl<=1; state<=STOP3; end
                STOP3: begin 
                    sda_out<=1; 
                    state <= NEXT_PHASE; 
                end
                NEXT_PHASE: begin
                    if (phase == 0) phase <= 1;       
                    else if (phase == 1) phase <= 2;  
                    else begin 
                        phase <= 1;  
                        data_out <= read_buffer;  
                    end
                    byte_idx <= 0;
                    state <= IDLE; 
                end
            endcase
        end
    end
endmodule
File: flow/run.sh
#!/bin/bash
# OpenROAD 26Q1-2900-gdf79404cd8, Yosys 0.63+post, stock flow scripts
make -C /OpenROAD-flow-scripts/flow DESIGN_CONFIG=/design/flow/config.mk WORK_HOME=/design/flow/orfs finish
File: flow/config.mk
export PLATFORM = sky130hd
export DESIGN_NAME = i2c_ina219_x3
export DESIGN_NICKNAME = i2c_ina219_x3
export VERILOG_FILES = /design/flow/design.v
export SDC_FILE = /design/flow/constraint.sdc
export NUM_CORES = 4
export LEC_CHECK = 1
export CORE_UTILIZATION = 30
File: flow/constraint.sdc
current_design i2c_ina219_x3

set clk_period 3.6
set clk_io_pct 0.2

create_clock -name clk0 -period $clk_period [get_ports {clk}]

set non_clock_inputs [all_inputs -no_clocks]
set_input_delay [expr $clk_period * $clk_io_pct] -clock clk0 $non_clock_inputs
set_output_delay [expr $clk_period * $clk_io_pct] -clock clk0 [all_outputs]
==> qor.yml <==
syn_avg_cell_area_um2: 9.824
status: "aborted with a tool error"
yosysWarnings: 2
rows: 46
ios: 20
fp_util_pct: 30.80
globalplace.congestion: 0.9652
root_buffer: "clkbuf_16"
yosys_register_bits: 85
yosys-stat-area_um2: 4892
numCtsBuffers: 9
cts_setup_buffers: 0
ctsResizeCount: 0
syn_inst: 498
syn_area_um2: 4892
ys.flop_type: "edfxtp_1"
ys_seq_share_pct: 46.50
clock_path_buffers: 2
io_buffers: 18
die_width_um: 129.7
htreeDepth: 3
dieHeight_um: 129.7
ys_cells: 498
cts_sinks: 85
error: "[error] [KeplerFormal.cpp:679] Workflow failed: Iso has multiple drivers: .sda0, sda$_DFFE_PN1P_.Q0"
synth-async-reset-ratio_pct: 30.59
yosys.cell_types.count: 68
cts_hold_buf: 0
dp_hpwl_um: 7737
dp.cells: 711
synth-edff-count: 44
stop_stage: "clock tree synthesis"
place_ws_ns: 0.9130
through the flow:
stage | area (um^2) | hold WS, ns | utilization, % | power, W
after global placement | 5270 | 0.4443 | 33.18 | 0.001044
after floorplan | 4892 | 0.4244 | - | 0.001037
after detailed placement | 5270 | 0.4511 | 33.18 | 0.001044
cells by family after synthesis:
family                     count (synthesis)  share of synthesized area (%)
AOI/OAI and AO/OA                        107                          15.76
DFF                                       85                          46.50
adders and majority gates                 14                          3.581
and+or+nand+nor                          196                          19.59
buffers and inverters                     43                          3.836
muxes                                     23                          5.217
xor gates and xnor gates                  30                          5.525
cells in the mapped netlist, drive strengths merged (7+ instances only):
cell,instances,area share (%)
nor2,52,4.1
nand2,51,4.0
edfxtp,44,27
dfrtp,24,12
a21oi,23,2.4
o21ai,23,2.4
mux2,20,4.6
buf,17,1.8
nand3,17,1.7
inv,16,1.2
nor3,16,1.6
xor2,16,3.0
dfxtp,15,6.1
ha,14,3.6
xnor2,14,2.5
clkbuf,10,0.79
nor2b,9,1.2
a22o,8,1.4
nand4,8,1.0
nand2b,7,0.90
nor4,7,0.90
or2,7,0.90
Power is estimated from default activity; no workload was simulated.
